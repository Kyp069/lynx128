==> flow/run.sh <==
#!/bin/bash
# OpenROAD 26Q1-2900-gdf79404cd8, Yosys 0.63+post, stock flow scripts
make -C /OpenROAD-flow-scripts/flow DESIGN_CONFIG=/design/flow/config.mk WORK_HOME=/design/flow/orfs finish
==> flow/config.mk <==
export PLATFORM = sky130hd
export DESIGN_NAME = UM6845R
export DESIGN_NICKNAME = UM6845R
export VERILOG_FILES = /design/flow/design.v
export SDC_FILE = /design/flow/constraint.sdc
export NUM_CORES = 4
export LEC_CHECK = 1
export CORE_UTILIZATION = 30
==> flow/constraint.sdc <==
current_design UM6845R

set clk_period 6.8
set clk_io_pct 0.2

create_clock -name clk0 -period $clk_period [get_ports {CLOCK}]

set non_clock_inputs [all_inputs -no_clocks]
set_input_delay [expr $clk_period * $clk_io_pct] -clock clk0 $non_clock_inputs
set_output_delay [expr $clk_period * $clk_io_pct] -clock clk0 [all_outputs]
==> flow/design.v <==
module UM6845R
(
  	input            CLOCK,
	input            CLKEN,
	input            nRESET,
	input            TYPE,
	input            ENABLE,
	input            nCS,
	input            R_nW,
	input            RS,
	input      [7:0] DI,
	output reg [7:0] DO,
	output reg       VSYNC,
	output reg       HSYNC,
	output           DE,
	output           FIELD,
	output           CURSOR,
	output    [13:0] MA,
	output     [4:0] RA
);
assign FIELD = ~field & interlace[0];
assign MA = row_addr + hcc;
assign RA = line | (field & interlace[0]);
assign DE = de[R8_skew & ~{2{TYPE}}];
reg [7:0] R0_h_total = 0;
reg [7:0] R1_h_displayed = 0;
reg [7:0] R2_h_sync_pos = 0;
reg [3:0] R3_v_sync_width;
reg [3:0] R3_h_sync_width = 0;
reg [6:0] R4_v_total;
reg [4:0] R5_v_total_adj;
reg [6:0] R6_v_displayed;
reg [6:0] R7_v_sync_pos;
reg [1:0] R8_skew;
reg [1:0] R8_interlace;
reg [4:0] R9_v_max_line;
reg [1:0] R10_cursor_mode;
reg [4:0] R10_cursor_start;
reg [4:0] R11_cursor_end;
reg [5:0] R12_start_addr_h;
reg [7:0] R13_start_addr_l;
reg [5:0] R14_cursor_h;
reg [7:0] R15_cursor_l;
reg [4:0] addr;
always @(*) begin
	DO = 8'hFF;
	if (ENABLE & ~nCS) begin
		if (RS) begin
			case (addr)
				10: DO = {R10_cursor_mode, R10_cursor_start};
				11: DO = R11_cursor_end;
				12: DO = TYPE ? 8'h00 : R12_start_addr_h;
				13: DO = TYPE ? 8'h00 : R13_start_addr_l;
				14: DO = R14_cursor_h;
				15: DO = R15_cursor_l;
				31: DO = TYPE ? 8'hFF : 8'h00;
			 default: DO = 0;
			endcase
		end
		else if(TYPE) begin
			DO = vde ? 8'h00 : 8'h20;  
		end
	end
end
always @(posedge CLOCK) begin
	if (ENABLE & ~nCS & ~R_nW) begin
		if (~RS) addr <= DI[4:0];
		else begin
			case (addr)
				00: R0_h_total <= DI;
				01: R1_h_displayed <= DI;
				02: R2_h_sync_pos <= DI;
				03: {R3_v_sync_width,R3_h_sync_width} <= DI;
				04: R4_v_total <= DI[6:0];
				05: R5_v_total_adj <= DI[4:0];
				06: R6_v_displayed <= DI[6:0];
				07: R7_v_sync_pos <= DI[6:0];
				08: {R8_skew, R8_interlace} <= {DI[5:4],DI[1:0]};
				09: R9_v_max_line <= DI[4:0];
				10: {R10_cursor_mode,R10_cursor_start} <= DI[6:0];
				11: R11_cursor_end <= DI[4:0];
				12: R12_start_addr_h <= DI[5:0];
				13: R13_start_addr_l <= DI[7:0];
				14: R14_cursor_h <= DI[5:0];
				15: R15_cursor_l <= DI[7:0];
			endcase
		end
	end
end
wire [4:0] interlace = &R8_interlace[1:0];
reg        in_adj;
reg  [7:0] hcc = 0;
wire       hcc_last  = (hcc == R0_h_total) && (TYPE || R0_h_total);  
wire [7:0] hcc_next  = hcc_last ? 8'h00 : hcc + 1'd1;
reg  [4:0] line;
wire [4:0] line_max  = (in_adj ? R5_v_total_adj-1'd1 : R9_v_max_line) & ~interlace;
wire       line_last = (line == line_max) || !line_max;
wire [4:0] line_next = (line_last ? 5'd0 : line + 1'd1 + interlace) & ~interlace;
wire       line_new  = hcc_last;
reg  [6:0] row;
wire       row_last  = (row == R4_v_total) || !R4_v_total;
wire [6:0] row_next  = (row_last & ~frame_adj) ? 7'd0 : row + 1'd1;
wire       row_new   = line_new & line_last;
wire       frame_adj = row_last && ~in_adj && R5_v_total_adj;
wire       frame_new = row_new & (row_last | in_adj) & ~frame_adj;
reg  field;
always @(posedge CLOCK) begin
	if(~nRESET) begin
		hcc    <= 0;
		line   <= 0;
		row    <= 0;
		in_adj <= 0;
		field  <= 0;
	end
	else if(CLKEN) begin
		hcc <= hcc_next;
		if(line_new) line <= line_next;
		if(row_new) begin
			if(frame_adj) in_adj <= 1;
			else if(frame_new) begin
				in_adj <= 0;
				row <= 0;
				field <= ~field & R8_interlace[0];
			end
			else row <= row_next;
		end
	end
end
wire CRTC1_reload =  TYPE & ~line_last & !row & !hcc_next;  
wire CRTC0_reload = ~TYPE & line_new & !R4_v_total & !R9_v_max_line;
reg  [13:0] row_addr;
always @(posedge CLOCK) begin
	if(CLKEN) begin
		if(hcc_next == R1_h_displayed && line_last) row_addr <= row_addr + R1_h_displayed;
		if(frame_new | CRTC0_reload | CRTC1_reload) row_addr <= {R12_start_addr_h, R13_start_addr_l};
	end
end
reg hde;
reg [3:0] hsc;
always @(posedge CLOCK) begin
	if(~nRESET) begin
		hsc    <= 0;
		hde    <= 0;
		HSYNC  <= 0;
	end
	else if (CLKEN) begin
		if(line_new)                   hde <= 1;
		if(hcc_next == R1_h_displayed) hde <= 0;
		if(hsc) hsc <= hsc - 1'd1;
		else if (hcc_next == R2_h_sync_pos) begin
			if(R3_h_sync_width) begin
				HSYNC <= 1;
				hsc <= R3_h_sync_width - 1'd1;
			end
		end
		else HSYNC <= 0;
	end
end
reg vde;
reg old_hs;
reg [3:0] vsc;
always @(posedge CLOCK) begin
	if(~nRESET) begin
		vsc    <= 0;
		vde    <= 0;
		VSYNC  <= 0;
	end
	else if (CLKEN) begin
		if(row_new) begin
			if(frame_new)                  vde <= 1;
			if(row_next == R6_v_displayed) vde <= 0;
		end
		old_hs <= HSYNC;
		if(old_hs && ~HSYNC && !vsc) VSYNC <= 0;
		if(field ? (hcc_next == {1'b0, R0_h_total[7:1]}) : line_new) begin
			if(vsc) vsc <= vsc - 1'd1;
			else if (field ? (row == R7_v_sync_pos && !line) : (row_next == R7_v_sync_pos && line_last)) begin
				VSYNC <= 1;
				vsc <= (TYPE ? 4'd0 : R3_v_sync_width) - 1'd1;
			end
			else VSYNC <= 0;
		end
	end
end
wire [3:0] de = {1'b0, dde[1:0], hde & vde & |R6_v_displayed};
reg  [1:0] dde;
always @(posedge CLOCK) if (CLKEN) dde <= {dde[0],de[0]};
reg[5:0] curcc;
always @(posedge CLOCK) if (CLKEN) if(frame_new) curcc <= curcc+1'd1;
wire cde = R10_cursor_mode == 2'b00 || (R10_cursor_mode == 2'b10 && curcc[4]) || (R10_cursor_mode == 2'b11 && curcc[5]);
reg cursor_line;
assign CURSOR = hde & vde & MA == {R14_cursor_h, R15_cursor_l} & cursor_line & cde;
always @(posedge CLOCK) begin
	if(~nRESET) begin
		cursor_line <= 0;
	end
	else if (CLKEN) begin
		if (line == R10_cursor_start)
			cursor_line <= 1;
		else if (line == R11_cursor_end)
			cursor_line <= 0;
		end
	end
endmodule
==> flow_summary_export.csv <==
group,metric,value,unit
clock_network,tritoncts,"built",
detailed_routing,drc,0,
floorplan,dieArea,0.0339,mm^2
layout,lay_top_cells,"edfxtp_1 (135), nor2_1 (92), nand2_1 (69), a21oi_1 (57), xnor2_1 (53)",
layout,area_growth,15.1,%
final_timing,fin_skew,0.00963,ns
synth,synth_warnings,1,
final_timing,finalClockPeriodUsage,81.6,%
clock_network,clock_path_buffers,2,
final_timing,max_slew.worst_pin.slew,0.864,ns
power,powerDensity,195,mW/mm^2
synth,syn-mean-instance-area,10.7,um^2
floorplan,fp_util,30.5,%
synth,synthTopCellsByArea,"edfxtp_1 (41%), dfxtp_1 (7.0%), xnor2_1 (4.7%)",
synth,ys_dominant_reg_cell,"edfxtp_1",
power,p_sw,507,uW
synth,yosys.area.top_type,"edfxtp_1",
final_timing,maxSlewViolCount,0,
final_timing,period_needed,5.55,ns
detailed_routing,drtPass1Iterations,4,
synth,yosysChipArea,0.00995,mm^2
floorplan,num_rows,66,
power,peakVddDrop,0.171,mV
setup_path,worst-path-max-fanout,13,
clock_network,cts-resized-gates,0,
power,comb_power_share,5.0,%
clock_network,cts_hold_buf,0,
setup_path,worst_setup_path_end_kind,"output port",
run,tool_warnings,26,
power,p_int,1730,uW
power,sw_frac_of_total,22.7,%
global_routing,antenna_found_initial,0,
setup_path,path_cells,"ha_1 -> inv_1 -> fa_1 -> xnor2_1 -> xor2_1 -> nor4_1 -> o2111ai_1 -> or4_1 -> nor4_1 -> nand4_1 -> nor4_1 -> clkdlybuf4s50_1",
setup_path,worstSetupPathType,"reg2out",
clock_network,cts_htree_levels,4,
detailed_routing,antenna_left,0,
power,leakage,0.00388,uW
placement,pre_cts_ws,1.70,ns
placement,hpwlAfterDp,18900,um
setup_path,cp_common_cell,"nor4_1",
clock_network,post_cts_buffers,0,
final_timing,hold_viol_final,0,
final_timing,rsz0062_at_grt,"no",
synth,ys_ff,170,
final_timing,max_freq,0.180,GHz
worst_hold_path,hp-class,"reg2reg",
final_timing,setup_tns,0,ns
global_routing,grt_overflow,0,
synth,yosysTopAreaCellShare,40.7,%
detailed_routing,drt-total-wl,26000,um
floorplan,core_area,0.0326,mm^2
floorplan,io_pins,48,
setup_path,path_delay_family,"simple AND/OR/NAND/NOR gates",
global_routing,grt_pass1_wl,40800,um
final_timing,max_slew_margin,42.0,%
clock_network,clk_latency,0.43,ns
power,power.sequential.fraction,50.7,%
floorplan,fp.dieW,184,um
outcome,outcome,"completed",
detailed_routing,avgViaCountPerCell,5.20,
synth,syn_inst,933,
layout,lay_top_count,"edfxtp_1",
layout,final_layout_size_suffix_gt1_share,9.95,%
synth,edf_count,135,
synth,syn_area,0.00995,mm^2
layout,fill_cells,3152,
synth,ys_types,94,
setup_path,critPathLaunchType,"register",
detailed_routing,drtIter0Drc,349,
synth,yosysCellCount,933,
setup_path,crit_required,5.44,ns
setup_path,cpMaxStageDelayCell,"dfxtp_1",
placement,gp_congestion,0.902,
synth,ys_seq_share,47.8,%
power,p_clk_share,44.4,%
final_timing,timing.final.ws_setup,1.25,ns
setup_path,cp_data_arrival_time,4.19,ns
global_routing,grt_pass1_vias,7174,
final_timing,setup_viol,0,
synth,ys_async_sr_fraction,0,%
clock_network,cts_made_buffers,17,
clock_network,path_clk_slew,0.07,ns
global_routing,grt_max_degree,27,
placement,portBuffers,47,
clock_network,cts-root-buf,"clkbuf_16",
run,maxCapViolations,0,
global_routing,grt_usage,16.5,%
clock_network,clock_sinks,170,
detailed_routing,n_antenna_cell,0,
floorplan,dieHeight,184,um
detailed_routing,wl_per_cell,18.2,um
setup_path,critPathMaxStageDelay,0.62,ns
setup_path,path_buffers,2,
detailed_routing,via_count,7427,
-- path summary, 6_finish.rpt --
path	start	end	slack, ns	cells after the start
max	hcc[0]	CURSOR	1.25	12
min	dde[0]	dde[1]	0.46	0
max reg2reg	R5_v_total_adj[0]	row_addr[4]	3.32	11
min reg2reg	dde[0]	dde[1]	0.46	0
-- synth_stat cells (10+ instances only) --
master / n
edfxtp_1: 135
nor2_1: 92
nand2_1: 69
a21oi_1: 57
xnor2_1: 53
xor2_1: 44
o21ai_0: 37
dfxtp_1: 35
nand3_1: 31
inv_1: 29
ha_1: 25
nor3_1: 23
clkbuf_1: 18
nand4_1: 12
nor4_1: 12
buf_2: 10
mux2i_1: 10
nand2b_1: 10
-- cell families after synthesis --
group / count (synthesis) / share of synthesized area, %
adders and majority gates: 27 / 3.54
DFF: 170 / 47.8
AOI/OAI and AO/OA: 211 / 15.1
and+or+nand+nor: 319 / 16.4
xor gates and xnor gates: 103 / 9.93
buffers and inverters: 75 / 3.82
muxes: 28 / 3.46
-- sequential cells by signal, indices dropped and copies added (netlist names), 6 cells and up, named ones only --
register,cells
curcc,6
R1_h_displayed,8
hcc,8
R0_h_total,8
R7_v_sync_pos,7
R4_v_total,7
R14_cursor_h,6
R12_start_addr_h,6
R13_start_addr_l,8
R6_v_displayed,7
R15_cursor_l,8
row,7
row_addr,14
R2_h_sync_pos,8
-- layout make-up --
| class | count | area, um^2 | share of cell area [%] |
|---|---|---|---|
| clock buffer | 17 | 425 | 3.71 |
| clock inverter | 15 | 180 | 1.57 |
| inverter | 30 | 113 | 0.983 |
| multi-input combinational | 688 | 4830 | 42.1 |
| sequential | 170 | 4750 | 41.5 |
| tap | 442 | 553 | 4.83 |
| timing repair buffer | 65 | 606 | 5.29 |
-- worst register-to-register path, delay by kind of cell (launching register included) --
kind	cells	cell delay [ns]
AOI/OAI and AO/OA	6	1.92
and+or+nand+nor	1	0.05
adders and majority gates	1	0.29
DFF	1	0.44
buffers and inverters	2	0.34
xor gates and xnor gates	1	0.17
-- power groups by stage --
stage	registers (uW)	clock network (uW)	logic, uW
CTS	1130	1010	112
global route	1130	1050	122
finish	1130	992	111
-- metrics by stage --
step / total power, uW / cell area, um^2 / instances / util (%) / hold slack, ns
after floorplan: 1210 / 9950 / 933 / - / 0.427
after global placement: 1270 / 10900 / 1395 / 33.3 / 0.431
after detailed placement: 1270 / 10900 / 1395 / 33.3 / 0.437
after CTS: 2250 / 11500 / 1427 / 35.1 / 0.447
after global routing: 2310 / 11500 / 1427 / 35.1 / 0.465
final: 2240 / 11500 / 1427 / 35.1 / 0.456
-- layer usage --
metal	up-vias	global-route usage, %	share of wire, %	wire, um
met5	-	0	0	0
met4	0	3.63	2.4	633
met3	29	5.77	7.6	1970
met2	253	26.4	48	12400
met1	3562	22.0	42	11000
li1	3583	-	-	-
Power figures rest on the tool's default switching activity, not on a simulated workload.
