--- flow/design.v ---
module scandoubler
#
(
	parameter HCW  = 9,    
	parameter RGBW = 18    
)
(
	input  wire           clock,
	input  wire           novga,
	input  wire           ice,
	input  wire[     1:0] isync,
	input  wire[RGBW-1:0] irgb,
	input  wire           oce,
	output wire[     1:0] osync,
	output wire[RGBW-1:0] orgb
);
reg iHSyncDelayed, iHSyncPosedge, iHSyncNegedge;
always @(posedge clock) if(ice) begin
	iHSyncDelayed <= isync[0];
	iHSyncPosedge <= !iHSyncDelayed && isync[0];
	iHSyncNegedge <= iHSyncDelayed && !isync[0];
end
reg iVSyncDelayed, iVSyncNegedge;
always @(posedge clock) if(ice) begin
	iVSyncDelayed <= isync[1];
	iVSyncNegedge <= iVSyncDelayed && !isync[1];
end
reg oHSyncDelayed, oHSyncPosedge;
always @(posedge clock) if(oce) begin
	oHSyncDelayed <= isync[0];
	oHSyncPosedge <= !oHSyncDelayed && isync[0];
end
reg[HCW-1:0] iHCount;
always @(posedge clock) if(ice) if(iHSyncNegedge) iHCount <= 1'd0; else iHCount <= iHCount+1'd1;
reg[HCW-1:0] iHSyncBeg;
always @(posedge clock) if(ice) if(iHSyncPosedge) iHSyncBeg <= iHCount;
reg[HCW-1:0] iHSyncEnd;
always @(posedge clock) if(ice) if(iHSyncNegedge) iHSyncEnd <= iHCount;
reg line;
always @(posedge clock) if(ice) if(iVSyncNegedge) line <= 0; else if(iHSyncNegedge) line <= ~line;
reg[HCW-1:0] oHCount;
always @(posedge clock) if(oce) if(oHSyncPosedge) oHCount <= iHSyncEnd-(iHSyncEnd-iHSyncBeg); else if(oHCount == iHSyncEnd) oHCount <= 0; else oHCount <= oHCount+1'd1;
reg ohs;
always @(posedge clock) if(oce) if(oHCount == iHSyncBeg) ohs <= 1'b1; else if(oHCount == iHSyncEnd) ohs <= 1'b0;
reg[RGBW-1:0] brgb;
reg[RGBW-1:0] buffer[0:(2*2**HCW)-1];  
always @(posedge clock) if(ice) buffer[{ line, iHCount }] <= irgb;
always @(posedge clock) if(oce) brgb <= buffer[{ ~line, oHCount }];
assign osync = novga ? { 1'b1, ~^isync } : { isync[1], ohs };
assign orgb = novga ? irgb : brgb;
endmodule
--- flow/constraint.sdc ---
current_design scandoubler

set clk_period 1591.4
set clk_io_pct 0.2

create_clock -name clk0 -period $clk_period [get_ports {clock}]

set non_clock_inputs [all_inputs -no_clocks]
set_input_delay [expr $clk_period * $clk_io_pct] -clock clk0 $non_clock_inputs
set_output_delay [expr $clk_period * $clk_io_pct] -clock clk0 [all_outputs]
--- flow/run.sh ---
#!/bin/bash
# OpenROAD 26Q1-2900-gdf79404cd8, Yosys 0.63+post, stock flow scripts
make -C /OpenROAD-flow-scripts/flow DESIGN_CONFIG=/design/flow/config.mk WORK_HOME=/design/flow/orfs finish
--- flow/config.mk ---
export PLATFORM = sky130hd
export DESIGN_NAME = scandoubler
export DESIGN_NICKNAME = scandoubler
export VERILOG_FILES = /design/flow/design.v
export SDC_FILE = /design/flow/constraint.sdc
export NUM_CORES = 4
export LEC_CHECK = 1
export CORE_UTILIZATION = 50
export SYNTH_MEMORY_MAX_BITS = 65536
==> results_dict.tcl <==
# flow metrics
set metrics [dict create \
    status "complete, but fails checks" \
    violations "capacitance limit, slew limit" \
    num_vias 362000 \
    areaGrowthSynthToFinish_pct 14.0 \
    netlist.top_cell.by_area "edfxtp_1" \
    global_route.peak_usage_layer "met2" \
    worst-endpoint-arrival_ns 320.40 \
    path_class "in2out" \
    clock_sink_count 18500 \
    hold_viol_final 0 \
    setup_violations 0 \
    holdCritPathClass "reg2reg" \
    mappedNetlistArea_um2 712000 \
    relative_slew_slack -0.0560 \
    floorplan.die.width_um 1200 \
    final_max_slew_violation_count 13 \
    postSynthAreaPerCell_um2 21.7 \
    worst_setup_path_end_kind "output port" \
    globalplace.congestion 0.981 \
    synth_stat.cells 32800 \
    syn-instance-count 32800 \
    crit_path_cell_chain "buf_2, buf_4, mux2_2, clkdlybuf4s50_1" \
    grt.met3_usage 0.368 \
    post_synth_num_cell_types 85 \
    slowest_stage_cell_on_the_critical_path "buf_4" \
    yosys_area_um2 712000 \
    grt_first_pass_wirelength_um 3230000 \
    seq_area_frac_synth 0.780 \
    hold_buffer_count_at_cts 0 \
    cts_htree_levels 7 \
    drive_gt1_frac 0.290 \
    cts-root-buf "clkbuf_16" \
    synth_flops 18500 \
    critical_path.top_delay_family "buffers and inverters" \
    io_buffers 43 \
    postCtsSetupRepairBufs 0 \
    cts_tree "yes" \
    synth.area.top_cells "edfxtp_1 78%, mux4_2 12%, mux2i_1 2.7%" \
    grt.met2_usage 0.487 \
    p_leak_nw 256 \
    boundaryPins 44 \
    timing.fmax_mhz 1.57 \
    power_density_nw_per_um2 1.32 \
    dp.final_hpwl_um 1560000 \
    nFillCells 101000 \
    worstPathRequired_ns 1273.12 \
    clock_latency_ns 1.42 \
    cap_violations 2 \
    period_used_share 0.401 \
    preCtsSetupSlack_ns 952.79 \
    antenna_found_initial 253 \
    path_max_fanout 11 \
    die.size.y_um 1200 \
    cts_repair_resize_count 0 \
    grt_start_max_net_pins 121 \
    rsz_0062_raised_after_global_routing "false" \
    critical_path.max_stage_delay_ns 0.58 \
    cts.clk_slew.worst_paths_ns 0.06 \
    fp-utilization 0.501 \
    drtPass1Iterations 8 \
    drc 0 \
    ys_async_sr_fraction 0 \
    clockBufferDepth 6 \
    grt_pass1_vias 393000 \
    globalRouteMet1Util 0.400 \
    openroad.warnings 54 \
    timing.final.ws_setup_ns 952.72 \
    floorplan.die_area_um2 1430000 \
    antenna_left 0 \
    edf_count 18500 \
    core.rowCount 438 \
    tritoncts.num_buffers 1904 \
    yosysWarnings 1 \
    start_kind "primary input" \
    final_core_utilization 0.571 \
    finalWorstPathRequiredPeriod_ns 638.68 \
    globalRoute.totalOverflow 0 \
    routed_wirelength_um 2390000 \
    count_of_buffering_cells_on_the_critical_path_with_inverters_included 3 \
    core_area_um2 1420000 \
    worst_slew_pin_slew_ns 1.57 \
    synth_largest_type_area_fraction 0.780 \
    vias_per_inst 6.41 \
    route.detailed.wl_per_inst_um 42.3 \
    worst_ir_drop_vdd_uv 1.25 \
    fin_total_pwr_mw 1.08 \
    setup-tns-final_ns 0 \
    final.setup_skew_ns 0.136 \
    synth-main-ff-cell "edfxtp_1" \
    initialDrtViolationCount 27300 \
    grtUsageTotal 0.380 \
]
==> through the flow <==
| step | hold WS, ns | cell area, um^2 | instances |
|---|---|---|---|
| 2_1_floorplan | 0.443 | 712000 | 32800 |
| 3_3_place_gp | 0.501 | 751000 | 52500 |
| 3_5_place_dp | 0.508 | 751000 | 52500 |
| 4_1_cts | 0.487 | 810000 | 55900 |
| 5_1_grt | 0.493 | 811000 | 56200 |
| 6_report | 0.505 | 812000 | 56500 |
==> kinds of logic after synthesis <==
group / Yosys count / synth area share
and+or+nand+nor: 2865 / 0.0175
buffers and inverters: 2057 / 0.0172
muxes: 5948 / 0.153
AOI/OAI and AO/OA: 3339 / 0.0320
adders and majority gates: 18 / 0.000316
xor gates and xnor gates: 42 / 0.000517
DFF: 18500 / 0.780
==> cells in the final DEF (no fill, tap or decap), types with 31 or more instances in the layout <==
cell type / count
buf_12: 53
edfxtp_1: 18500
nor4_2: 57
clkinv_2: 329
nor4_1: 33
buf_4: 2764
bufinv_16: 191
nand2_1: 609
clkbuf_16: 1923
nand3_1: 186
o221ai_1: 447
a311oi_1: 31
o211ai_1: 47
a31oi_1: 202
a221oi_1: 98
nand4_1: 41
o21a_1: 33
mux4_2: 3889
clkinvlp_4: 52
a22o_1: 46
nor2_1: 305
mux2_2: 82
nor3_1: 182
nor2_2: 1009
mux2i_1: 1954
clkinv_1: 448
nand2_2: 45
clkbuf_1: 387
a22oi_1: 391
diode_2: 564
nor3_2: 46
and2_1: 56
o22ai_1: 725
a211oi_1: 104
a21o_1: 33
a21oi_1: 548
nand2_4: 38
and3_1: 57
a32oi_1: 51
o21ai_0: 326
==> flip-flops by register name, summed over array words and instances, names as in the netlist <==
register and cells:
iHSyncEnd 9, ohs 1, iHSyncNegedge 1, iHCount 9, oHSyncPosedge 1, iHSyncDelayed 1, brgb 18, oHCount 9
iVSyncNegedge 1, iVSyncDelayed 1, line 1, buffer 18432, oHSyncDelayed 1, iHSyncPosedge 1, iHSyncBeg 9
==> synth_stat cells (all sizes together) (32+ instances only) <==
library cell	instances
a21o	33
o21ai	338
and2	65
nor2b	37
a21oi	551
a22oi	392
buf	1321
edfxtp	18500
o21a	33
nand2	692
a311oi	34
nand4	41
o22ai	725
a31oi	203
o211ai	47
mux2	82
mux4	3912
nand2b	32
a221oi	104
and3	57
a32oi	51
o221ai	447
nor3	228
clkbuf	714
a22o	46
nor4	96
mux2i	1954
nand3	188
a211oi	115
nor2	1335
==> final cells by class <==
class / instances / area, um^2 / share of cell area
Tap cell: 18900 / 23700 / 0.0292
Sequential cell: 18500 / 555000 / 0.684
Clock inverter: 1079 / 10100 / 0.0125
Clock buffer: 2310 / 49600 / 0.0611
Antenna cell: 564 / 1410 / 0.00174
Timing Repair Buffer: 2860 / 22300 / 0.0275
Inverter: 22 / 123 / 0.000151
Multi-Input combinational cell: 12200 / 149000 / 0.184
==> routing by layer <==
| metal | vias to the layer above | share of wire |
|---|---|---|
| li1 | 145000 | - |
| met3 | 5017 | 0.23 |
| met4 | 350 | 0.069 |
| met5 | - | 0.0076 |
| met1 | 183000 | 0.26 |
| met2 | 29100 | 0.44 |
==> power breakdown <==
part           switching (mW)  leakage, nW  internal (mW)
combinational          0.0763         61.0         0.0294
sequential           0.000229          166          0.536
clock                   0.182         29.2          0.250
==> final timing paths <==
check / startpoint / to / slack (ns) / cells past startpoint
min reg2reg: iHCount[3] / iHSyncBeg[3] / 0.50 / 0
min: iHCount[3] / iHSyncBeg[3] / 0.50 / 0
max: novga / orgb[14] / 952.72 / 4
max reg2reg: oHCount[0] / brgb[3] / 1580.64 / 19
Power is estimated from default activity; no workload was simulated.
